## ./run.sh

```bash
#!/bin/bash
# OpenROAD 26Q1-2900-gdf79404cd8, Yosys 0.63+post, stock flow scripts
make -C /OpenROAD-flow-scripts/flow DESIGN_CONFIG=/design/flow/config.mk WORK_HOME=/design/flow/orfs finish
```

## ./config.mk

```make
export PLATFORM = sky130hd
export DESIGN_NAME = master
export DESIGN_NICKNAME = master
export VERILOG_FILES = /design/flow/design.v
export SDC_FILE = /design/flow/constraint.sdc
export NUM_CORES = 4
export LEC_CHECK = 1
export CORE_UTILIZATION = 40
```

## ./constraint.sdc

```tcl
current_design master

set clk_period 5.5
set clk_io_pct 0.2

create_clock -name clk0 -period $clk_period [get_ports {clk}]

set non_clock_inputs [all_inputs -no_clocks]
set_input_delay [expr $clk_period * $clk_io_pct] -clock clk0 $non_clock_inputs
set_output_delay [expr $clk_period * $clk_io_pct] -clock clk0 [all_outputs]
```

## ./design.v

```verilog
module master #(parameter DATA_WIDTH = 32,
             parameter ADDRESS_WIDTH = 32)(
		input clk,     
		input rst_n,   
        input wr_en,
        input rd_en,
		   input  awready,
		   output reg awvalid,
		   output reg [ADDRESS_WIDTH-1:0]awaddr,
		   input  wready,
		   output reg wvalid,
		   output reg [(DATA_WIDTH/8)-1:0]wstrb,
		   output reg [DATA_WIDTH-1:0]wdata,
		   input [1:0] bresp,
		   input  bvalid,
		   output reg bready,
		   input  arready,
		   output reg [ADDRESS_WIDTH-1:0]araddr,
		   output reg arvalid,
		   input  [DATA_WIDTH-1:0]rdata,
		   input  rvalid,
		   input [1:0] rresp,
		   output reg rready,
			input   [ADDRESS_WIDTH-1:0] awaddr_in,
			input	[(DATA_WIDTH/8)-1:0]   wstrb_in,
			input	[DATA_WIDTH-1:0]	wdata_in,
			input	[ADDRESS_WIDTH-1:0] araddr_in,
			output	reg [DATA_WIDTH-1:0] data_out,
			output  reg [1:0]bresp_out,
			output  [1:0]rresp_out
	   );
    assign rresp_out = rresp;
    assign bresp_out = bresp;
    localparam WA_IDLE_M = 2'b00, WA_VALID_M = 2'b01, WA_ADDR_M = 2'b10, WA_WAIT_M = 2'b11;
    reg [1:0] WA_PRESENT_STATE_M;
    reg [1:0] WA_NEXT_STATE_M;
	    always @(posedge clk or negedge rst_n) begin
	    	if(~rst_n) begin
	    		WA_PRESENT_STATE_M <= WA_IDLE_M;
	    	end else begin
	    		WA_PRESENT_STATE_M <= WA_NEXT_STATE_M;
	    	end
	    end
	always @* begin
		case (WA_PRESENT_STATE_M)
			WA_IDLE_M : if(wr_en)
			                WA_NEXT_STATE_M = WA_VALID_M;
			            else
			                WA_NEXT_STATE_M = WA_IDLE_M;
			WA_VALID_M:	if((awaddr_in >= 32'h00000000) && (awaddr_in < 32'hffffffff))
							WA_NEXT_STATE_M = WA_ADDR_M;
						else
							WA_NEXT_STATE_M = WA_VALID_M;
			WA_ADDR_M :	if(awready)
							WA_NEXT_STATE_M = WA_WAIT_M;
						else
							WA_NEXT_STATE_M = WA_ADDR_M;
			WA_WAIT_M :	if(awvalid && awready)
							WA_NEXT_STATE_M = WA_IDLE_M;
						else 
							WA_NEXT_STATE_M = WA_WAIT_M;
			default : 		WA_NEXT_STATE_M = WA_IDLE_M;
		endcase
	end
	always @(posedge clk or negedge rst_n) begin
		if (~rst_n) begin
			awvalid <= 1'b0;
            awaddr <= 'b0;
		end else case (WA_NEXT_STATE_M)
				WA_IDLE_M :	awvalid <= 1'b0;
				WA_VALID_M: awvalid <= 1'b0;
				WA_ADDR_M : begin awvalid <= 1'b1;
							awaddr <= awaddr_in; end
				WA_WAIT_M : awvalid <= 1'b0 ;
				default	  :	begin awvalid <= 1'b0;
                                  awaddr <= awaddr;
                            end
			endcase
		end
	localparam W_IDLE_M = 2'b00, W_START_M = 2'b01, W_WAIT_M = 2'b10, W_TRAN_M = 2'b11;
	reg [1:0] W_PRESENT_STATE_M;
    reg [1:0] W_NEXT_STATE_M;
	always @(posedge clk or negedge rst_n) begin
	  	if(~rst_n) begin
	   		W_PRESENT_STATE_M <= W_IDLE_M;
	   	end else begin
	   		W_PRESENT_STATE_M<= W_NEXT_STATE_M;
	   	end
	end
	always @* begin
		case (W_PRESENT_STATE_M)
			W_IDLE_M : if(~rst_n)
						W_NEXT_STATE_M = W_IDLE_M;
					else
						W_NEXT_STATE_M = W_START_M;
			W_START_M: if(awvalid && awready)
						W_NEXT_STATE_M = W_WAIT_M;
					else
						W_NEXT_STATE_M = W_START_M;
			W_WAIT_M : if(wready)
						W_NEXT_STATE_M = W_TRAN_M;
					else
						W_NEXT_STATE_M = W_WAIT_M;
			W_TRAN_M : if(wvalid && wready)
						W_NEXT_STATE_M = W_TRAN_M;
					else
						W_NEXT_STATE_M = W_IDLE_M;
			default :	W_NEXT_STATE_M = W_IDLE_M;
		endcase
	end
	always @(posedge clk or negedge rst_n) begin
		if(~rst_n) begin
			wvalid  <= 1'b0;
            wdata <= 'b0;
            wstrb <= 'b0;
		end else begin
			case (W_PRESENT_STATE_M)
				W_IDLE_M : wvalid  <= 1'b0;
				W_START_M: wvalid  <= 1'b0;
				W_WAIT_M : begin
							wvalid  <= 1'b1;
							wstrb <= wstrb_in;
							wdata <= wdata_in;
						   end
				W_TRAN_M : wvalid  <= 1'b0;
				default  : begin wvalid  <= 1'b0;
				                 wstrb <= wstrb;
				                 wdata <= wdata;
                           end
			endcase
		end		
	end
	localparam B_IDLE_M = 2'b00, B_START_M = 2'b01, B_READY_M = 2'b10;
	reg [1:0] B_PRESENT_STATE_M;
	reg [1:0] B_NEXT_STATE_M;
	always_ff @(posedge clk or negedge rst_n) begin
	 	if(~rst_n) begin
	 		B_PRESENT_STATE_M <= B_IDLE_M;
	 	end else begin
	 		B_PRESENT_STATE_M <= B_NEXT_STATE_M;
	 	end
	 end 
	always @* begin
	 	case (B_PRESENT_STATE_M)
	 		B_IDLE_M : if(~rst_n)
	 						B_NEXT_STATE_M = B_IDLE_M;
	 					else
	 						B_NEXT_STATE_M = B_START_M;
	 		B_START_M: if(wvalid && wready)
	 						B_NEXT_STATE_M = B_READY_M;
	 					else
	 						B_NEXT_STATE_M = B_START_M;
	 		B_READY_M: 	if(bvalid && bready)
	 						B_NEXT_STATE_M = B_READY_M;
	 					else
	 						B_NEXT_STATE_M = B_IDLE_M;
	 		default  : B_NEXT_STATE_M = B_IDLE_M;
	 	endcase
	end
	always @(posedge clk or negedge rst_n) begin
		if (~rst_n) begin
			bready <= 1'b0;
		end else case (B_PRESENT_STATE_M)
			B_IDLE_M : bready <= 1'b0;
			B_START_M: bready <= 1'b0;
			B_READY_M: bready <= 1'b1;
			default  : bready <= 1'b0;
		endcase
	end
	localparam RA_IDLE_M = 2'b00, RA_START_M = 2'b01, RA_VALID_M = 2'b10, RA_READY_M = 2'b11;
	reg [1:0] RA_PRESENT_STATE_M;
	reg [1:0] RA_NEXT_STATE_M;
	always_ff @(posedge clk or negedge rst_n) begin
	 	if(~rst_n) begin
	 		RA_PRESENT_STATE_M <= RA_IDLE_M;
	 	end else begin
	 		RA_PRESENT_STATE_M <= RA_NEXT_STATE_M;
	 	end
	 end
	 always @* begin
	 	case (RA_PRESENT_STATE_M)
	 	    RA_IDLE_M :	if(rd_en)
			                RA_NEXT_STATE_M = RA_START_M;
			            else
			                RA_NEXT_STATE_M = RA_IDLE_M;
	 		RA_START_M: if((araddr_in > 32'h00000000) && (araddr_in < 32'hffffffff))
	 						RA_NEXT_STATE_M = RA_VALID_M;
	 					else
	 						RA_NEXT_STATE_M = RA_START_M; 
            RA_VALID_M: if(arready)
	 						RA_NEXT_STATE_M = RA_READY_M;
	 					else
	 						RA_NEXT_STATE_M = RA_VALID_M;
	 		RA_READY_M: if(!(arvalid && arready))
	 						RA_NEXT_STATE_M = RA_READY_M;
	 					else
	 						RA_NEXT_STATE_M = RA_IDLE_M;
	 		default   : 	RA_NEXT_STATE_M = RA_IDLE_M;
	 	endcase
	 end
	 always@(posedge clk or negedge rst_n) begin
	 	if (~rst_n) begin
	 		arvalid <= 1'b0;
	 		araddr <= 'b0;
	 	end else case (RA_PRESENT_STATE_M)
	 		RA_IDLE_M : arvalid <= 1'b0;
	 		RA_START_M: arvalid <= 1'b0;
	 		RA_VALID_M: begin 
	 		             if(arvalid && arready)arvalid <= 1'b0;
	 		             else arvalid <= 1'b1;
                         araddr <= araddr_in;
                        end 
            RA_READY_M: arvalid <= 1'b0;
	 		default : begin arvalid <= 1'b0;
	 		                araddr <= araddr;
	 		          end
	 	endcase
	 end
	 localparam R_IDLE_M = 2'b00, R_START_M = 2'b01, R_READY_M = 2'b10, R_TRAN_M = 2'b11;
	 reg [1:0] R_PRESENT_STATE_M;
	 reg [1:0] R_NEXT_STATE_M;
	 always @(posedge clk or negedge rst_n) begin
	 	if(~rst_n) begin
	 		R_PRESENT_STATE_M <= R_IDLE_M;
	 	end else begin
	 		R_PRESENT_STATE_M <= R_NEXT_STATE_M;
	 	end
	 end
	 always@* begin
	 	case (R_PRESENT_STATE_M)
	 		R_IDLE_M : if(~rst_n)
	 						R_NEXT_STATE_M = R_IDLE_M;
	 					else
	 						R_NEXT_STATE_M = R_READY_M;
	 		R_START_M: if(arready && arvalid)
	 						R_NEXT_STATE_M = R_READY_M;
	 					else
	 						R_NEXT_STATE_M = R_START_M;
	 		R_READY_M: if(rready)
	 						R_NEXT_STATE_M = R_TRAN_M;
	 					else
	 						R_NEXT_STATE_M = R_READY_M;
	 		R_TRAN_M : if(!(rvalid && rready))
	 						R_NEXT_STATE_M = R_IDLE_M;
	 					else
	 						R_NEXT_STATE_M = R_TRAN_M;
	 		default  : 		R_NEXT_STATE_M = R_IDLE_M;
	 	endcase
	 end
	 always_ff @(posedge clk or negedge rst_n) begin
	 	if (~rst_n) begin
	 		rready <= 1'b0;
	 		data_out <= 'b0;
	 	end else case (R_PRESENT_STATE_M)
	 		R_IDLE_M : rready <= 1'b0;
	 		R_START_M: rready <= 1'b0;
	 		R_READY_M: rready <= 1'b1;
	 		R_TRAN_M : begin
	 					rready <= 1'b0;
	 					data_out<= rdata;
	 				   end
	 		default  : begin rready <= 1'b0;
	 		                 data_out <= data_out; 
	 		           end
	 	endcase
	 end
endmodule : master
```

==> reports/summary.log <==
qor: final_layout.layout.core_utilization 0.644
qor: cts.post_cts.resized_instances 0
qor: timing.holdWs 0.399 ns
qor: synth.postSynthAreaPerCell 13.1 um^2
qor: cts.cts_buffers 17
qor: cts.cts.reportedPaths.clkPinSlew 0.06 ns
qor: synth.sequential_element_share_of_the_synthesized_area 0.623
qor: route.route.detailed.vias_per_inst 4.94
qor: floorplan.horizontal_extent_of_the_die 127 um
qor: floorplan.die_height 127 um
qor: timing.timing.setup.tns 0 ns
qor: timing.tightestPinTransition 0.723 ns
qor: floorplan.boundaryPins 286
qor: cts.clock_tree.buffer_depth 2
qor: global_route.antenna_found_initial 0
qor: route.num_antenna_cells 0
qor: worst_setup_path.timing_worst_setup_path_type in2reg
qor: timing.fmaxAchievable 0.349 GHz
qor: global_route.largest_net_degree_at_the_start_of_global_routing 110
qor: synth.yosys_cells 479
qor: synth.synthesis.area 6270 um^2
qor: route.num_vias 4816
qor: timing.rsz0062_at_grt false
qor: cts.cts_setup_buffers 0
qor: timing.slew_limit_fails 0
qor: cts.cts_num_sinks 156
qor: global_route.grt_pass1_wl 25.8 mm
qor: synth.ys_ff 156
qor: timing.final_period_minus_worst_setup_slack 2.86 ns
qor: synth.synth_cell_type_count 30
qor: cts.worst_skew_pair.late_latency 0.41 ns
qor: worst_setup_path.crit_required 5.78 ns
qor: power_and_ir_drop.total_leakage_power 4.01 nW
qor: floorplan.chip_area 16200 um^2
qor: final_layout.share_of_final_layout_standard_cells_stronger_than_drive_strength_1 0.197
qor: route.drt-initial-drc-count 206
qor: final_layout.finalInstanceArea 9820 um^2
qor: power_and_ir_drop.p_per_area 500 nW/um^2
qor: route.detail-route-antenna-nets 0
qor: status.run_status finished clean
qor: cts.htreeDepth 4
qor: timing.setup_viol 0
qor: route.remaining_drc_errors 0
qor: route.drt_first_pass_iters 4
qor: flow_run.warnings 28
qor: synth.postSynthCellCount 479
qor: cts.holdBufCountCts 0
qor: route.wl_per_cell 16.8 um
qor: placed_design.gp_congestion 0.817
qor: route.totalWireLength 16.3 mm
qor: power_and_ir_drop.ir_drop 0.244 mV
qor: final_layout.final_cell_mix 276 x clkdlybuf4s50_1, 151 x dfrtp_1, 100 x mux2_2
qor: placed_design.dpl_cell_area 9190 um^2
qor: timing.slew_headroom 0.516
qor: synth.yosys_warnings 2
qor: placed_design.io_buffers 277
qor: timing.final.setup_skew 0.00684 ns
qor: flow_run.max_cap_violations 0
qor: worst_setup_path.startpoint_type input pin
qor: synth.yosys-stat-area 6270 um^2
qor: hold_path.hp_class reg2reg
qor: global_route.grt_pass1_vias 4776
qor: worst_setup_path.cp.arrival 3.14 ns
qor: placed_design.hpwlAfterDp 11.9 mm
qor: worst_setup_path.worst-path-max-fanout 24
qor: global_route.gr-total-overflow 0
qor: final_layout.synthToLayoutAreaGrowth 56.5%
qor: worst_setup_path.critPathCaptureType flop
qor: cts.root_buffer clkbuf_16
qor: final_layout.final_layout_top_logic_cell clkdlybuf4s50_1
qor: floorplan.placementRows 45
qor: timing.hold_violation_count_in_the_final_report 0
qor: timing.layout_worst_path_cycle_share 0.521
qor: floorplan.core_util_floorplan 0.411
qor: global_route.grt_util_all_layers 0.214
qor: cts.cts_tree yes
qor: floorplan.placeableCoreArea 15300 um^2
-- per-stage QoR --
step,power (W),setup WS [ns],cells
floorplan,0.00244,3.20,479
global placement,0.00370,2.32,943
detailed placement,0.00372,2.23,943
CTS,0.00498,2.66,974
global route,0.00522,2.52,974
finish,0.00491,2.64,974
-- layer usage --
layer / GRT usage / up-vias / wire length [um]
met1: 0.307 / 2356 / 6830
met2: 0.356 / 170 / 8150
met3: 0.0546 / 14 / 1190
li1: - / 2276 / -
met5: 0 / - / 0
met4: 0.0217 / 0 / 170
-- final cells by class --
cell class	instances	area, um^2
Fill cell	1089	5440
Sequential cell	156	3910
Timing Repair Buffer	286	2850
Multi-Input combinational cell	279	2120
Clock buffer	20	467
Tap cell	211	264
Clock inverter	11	166
Inverter	11	41.3
-- state kept, by name (all words and copies together), names as in the netlist, 3 cells and up --
register and flops:
WA_PRESENT_STATE_M 4, RA_PRESENT_STATE_M 4, B_PRESENT_STATE_M 3, W_PRESENT_STATE_M 4
awaddr 32, R_PRESENT_STATE_M 4, wdata 32, wstrb 4
araddr 32, data_out 32
-- worst max-delay path, cell delays in order --
cell and delay [ns]:
clkdlybuf4s50_1 0.48, nand4_1 0.12, nor4_2 0.44, and4_1 0.49, buf_4 0.35, o22ai_1 0.14
-- synth_stat cells --
cell,instances,area [um^2]
buf_12,3,60.1
a2bb2oi_1,1,8.76
o22ai_1,31,194
mux2_2,100,1130
and4_1,1,8.76
buf_6,1,11.3
a21bo_1,1,10.0
a2111oi_0,1,8.76
a21oi_1,3,15.0
nor3_1,2,10.0
a31oi_1,1,6.26
a221o_1,1,10.0
dfrtp_1,151,3780
nor4_2,1,12.5
nor4_1,11,68.8
buf_4,4,30.0
a22o_1,5,43.8
and2_1,2,12.5
buf_2,16,80.1
nand2_1,44,165
inv_1,11,41.3
nor2b_1,5,31.3
nand4_1,20,125
clkbuf_1,9,33.8
nor2_1,3,11.3
o21ai_0,7,35.0
o22ai_2,1,12.5
nand3_1,37,185
dfstp_2,5,131
a21o_1,1,7.51
-- cell families (layout without fill, tap and decap cells) --
logic type	after synthesis	after routing	synth area share
flops	156	156	0.623
compound gates	53	53	0.0560
buf+inv	44	328	0.0409
simple gates	126	126	0.100
mux	100	100	0.179
-- report_power, final --
| part | switching [W] | leakage [nW] | internal, W | total (W) |
|---|---|---|---|---|
| logic | 0.000423 | 1.82 | 0.00132 | 0.00174 |
| registers | 0.000263 | 1.89 | 0.00168 | 0.00194 |
| clock network | 0.000444 | 0.304 | 0.000791 | 0.00123 |
-- path summary, 6_finish.rpt --
path,start,end,slack [ns],depth (start not counted)
hold / removal,B_PRESENT_STATE_M[1],bready,0.40,0
min in group asynchronous,rst_n,wdata[21],0.65,1
max in group asynchronous,rst_n,awaddr[9],3.93,2
hold reg to reg,B_PRESENT_STATE_M[1],bready,0.40,0
setup / recovery,awaddr_in[17],awaddr[28],2.64,6
setup reg to reg,WA_PRESENT_STATE_M[3],awaddr[2],3.60,5
Power is estimated from default activity; no workload was simulated.
